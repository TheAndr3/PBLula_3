**./constraint.sdc**
```tcl
current_design decodificador_display

set clk_period 7.7
set clk_io_pct 0.2

create_clock -name clk0 -period $clk_period

set non_clock_inputs [all_inputs -no_clocks]
set_input_delay [expr $clk_period * $clk_io_pct] -clock clk0 $non_clock_inputs
set_output_delay [expr $clk_period * $clk_io_pct] -clock clk0 [all_outputs]
```
**./run.sh**
```bash
#!/bin/bash
# OpenROAD 26Q1-2900-gdf79404cd8, Yosys 0.63+post, stock flow scripts
make -C /OpenROAD-flow-scripts/flow DESIGN_CONFIG=/design/flow/config.mk WORK_HOME=/design/flow/orfs finish
```
**./config.mk**
```make
export PLATFORM = sky130hd
export DESIGN_NAME = decodificador_display
export DESIGN_NICKNAME = decodificador_display
export VERILOG_FILES = /design/flow/design.v
export SDC_FILE = /design/flow/constraint.sdc
export NUM_CORES = 4
export LEC_CHECK = 1
export CORE_AREA = 10 10 70 70
export DIE_AREA = 0 0 80 80
```
**./design.v**
```verilog
module decodificador_display (
    input wire [6:0] valor,         
    output reg [6:0] hex1,          
    output reg [6:0] hex0           
);
    wire [3:0] dezena;
    wire [3:0] unidade;
    assign dezena = valor / 10;
    assign unidade = valor % 10;
    always @(*) begin
        case (unidade)
            4'd0: hex0 = 7'b1000000;  
            4'd1: hex0 = 7'b1111001;  
            4'd2: hex0 = 7'b0100100;  
            4'd3: hex0 = 7'b0110000;  
            4'd4: hex0 = 7'b0011001;  
            4'd5: hex0 = 7'b0010010;  
            4'd6: hex0 = 7'b0000010;  
            4'd7: hex0 = 7'b1111000;  
            4'd8: hex0 = 7'b0000000;  
            4'd9: hex0 = 7'b0010000;  
            default: hex0 = 7'b1111111;  
        endcase
    end
    always @(*) begin
        case (dezena)
            4'd0: hex1 = 7'b1000000;  
            4'd1: hex1 = 7'b1111001;  
            4'd2: hex1 = 7'b0100100;  
            4'd3: hex1 = 7'b0110000;  
            4'd4: hex1 = 7'b0011001;  
            4'd5: hex1 = 7'b0010010;  
            4'd6: hex1 = 7'b0000010;  
            4'd7: hex1 = 7'b1111000;  
            4'd8: hex1 = 7'b0000000;  
            4'd9: hex1 = 7'b0010000;  
            default: hex1 = 7'b1111111;  
        endcase
    end
endmodule
```
==> impl_metrics.prom <==
# HELP chip_impl_metric Physical implementation figures
# TYPE chip_impl_metric gauge
chip_impl_metric{name="cp_data_required_time",unit="ns"} 6.16
chip_impl_info{name="setup.worst_path.end_class",value="output pin"} 1
chip_impl_metric{name="top_level_ports",unit=""} 21
chip_impl_metric{name="flop_area",unit="um^2"} 0
chip_impl_info{name="rsz_0062_raised_after_global_routing",value="no"} 1
chip_impl_metric{name="relSlewSlack",unit="%"} 44.5
chip_impl_metric{name="ir_drop",unit="mV"} 0.0385
chip_impl_metric{name="total_of_warnings_raised_by_yosys",unit=""} 1
chip_impl_metric{name="p_per_area",unit="nW/um^2"} 100
chip_impl_metric{name="arrival",unit="ns"} 5.77
chip_impl_metric{name="report.final.slew_viol_count",unit=""} 0
chip_impl_info{name="synth.largest_area_cell",value="sky130_fd_sc_hd__ha_1"} 1
chip_impl_metric{name="post_synth_instance_area",unit="um^2"} 1050
chip_impl_metric{name="synthesis.area_per_instance",unit="um^2"} 7.02
chip_impl_metric{name="ant_nets",unit=""} 0
chip_impl_metric{name="synthToLayoutAreaGrowth",unit="%"} 23.0
chip_impl_metric{name="drcViolationCount",unit=""} 0
chip_impl_metric{name="synth_seq_share",unit="%"} 0
chip_impl_metric{name="post_synthesis_mux_area_share",unit="%"} 4.78
chip_impl_metric{name="route.detailed.vias_per_inst",unit=""} 5.02
chip_impl_metric{name="clock.fmax",unit="GHz"} 0.137
chip_impl_metric{name="clock_buffer_count",unit=""} 0
chip_impl_metric{name="via_count",unit=""} 1055
chip_impl_metric{name="aoi_share",unit="%"} 37.3
chip_impl_metric{name="synth_cell_types",unit=""} 50
chip_impl_metric{name="yosys_synthesis_chip_area",unit="um^2"} 1050
chip_impl_metric{name="max-cap-violations",unit=""} 0
chip_impl_metric{name="detailedRoute.firstIterationViolations",unit=""} 67
chip_impl_metric{name="grt_first_pass_wirelength",unit="um"} 4400
chip_impl_metric{name="core_region_area",unit="um^2"} 3420
chip_impl_metric{name="finish.instance_area",unit="um^2"} 1290
chip_impl_metric{name="io_buffers",unit=""} 21
chip_impl_info{name="path_category_of_the_worst_min_delay_check",value="in2out"} 1
chip_impl_metric{name="antenna_violations_before_repair",unit=""} 0
chip_impl_metric{name="fa_ha_maj_area_share",unit="%"} 15.1
chip_impl_metric{name="hpwlAfterDp",unit="um"} 2000
chip_impl_metric{name="power.sequential.fraction",unit="%"} 0
chip_impl_metric{name="logic_area",unit="um^2"} 910
chip_impl_metric{name="post-synth-top-area-fraction",unit="%"} 13.2
chip_impl_metric{name="post-cts-setup-buffer-count",unit=""} 0
chip_impl_metric{name="wl_per_cell",unit="um"} 12.2
chip_impl_metric{name="combinationalPowerShare",unit="%"} 100.0
chip_impl_metric{name="num_rows",unit=""} 21
chip_impl_metric{name="num-fill-cells",unit=""} 360
chip_impl_metric{name="finalSetupTns",unit="ns"} 0
chip_impl_metric{name="number_of_global_route_vias_before_repair",unit=""} 991
chip_impl_metric{name="lkg_pwr",unit="nW"} 0.515
chip_impl_metric{name="slew_of_the_pin_with_the_lowest_slew_margin",unit="ns"} 0.830
chip_impl_metric{name="yosys-stat-cells",unit=""} 149
chip_impl_metric{name="groute.usage.overall",unit="%"} 7.78
chip_impl_metric{name="largest_net_degree_at_the_start_of_global_routing",unit=""} 15
chip_impl_metric{name="synth_cells",unit=""} 149
chip_impl_metric{name="floorplan.core_util",unit="%"} 30.6
chip_impl_metric{name="detailed_place.area",unit="um^2"} 1280
chip_impl_metric{name="finish_stage_setup_viols",unit=""} 0
chip_impl_metric{name="drt_first_pass_iters",unit=""} 4
chip_impl_metric{name="design.die.area",unit="um^2"} 6400
chip_impl_metric{name="design.seq.count",unit=""} 0
chip_impl_metric{name="die_y",unit="um"} 80
chip_impl_metric{name="final-hold-violation-count",unit=""} 0
chip_impl_metric{name="gpl.final_weighted_congestion",unit=""} 0.913
chip_impl_info{name="crit_path_start_kind",value="primary input"} 1
chip_impl_metric{name="num_antenna_cells",unit=""} 0
chip_impl_info{name="timing_worst_setup_path_type",value="in2out"} 1
chip_impl_metric{name="finalCritPeriodShare",unit="%"} 95.0
chip_impl_metric{name="total_tool_warning_count",unit=""} 40
chip_impl_metric{name="p_clk_share",unit="%"} 0
chip_impl_metric{name="power.switching",unit="mW"} 0.0610
chip_impl_metric{name="sw_frac_of_total",unit="%"} 47.3
chip_impl_metric{name="drive_above_1_share",unit="%"} 12.2
chip_impl_metric{name="period_minus_slack",unit="ns"} 7.31
chip_impl_metric{name="post_synth_xor_area_fraction",unit="%"} 2.51
chip_impl_info{name="post_synth_main_logic_family",value="AND-OR/OR-AND gates"} 1
chip_impl_metric{name="ctsHoldBuffers",unit=""} 0
chip_impl_metric{name="worst_path_fanout_max",unit=""} 8
chip_impl_metric{name="postRouteWirelength",unit="um"} 2550
chip_impl_info{name="result_of_the_run",value="finished clean"} 1
chip_impl_metric{name="chipWidth",unit="um"} 80
chip_impl_metric{name="grt.overflow.total",unit=""} 0
chip_impl_metric{name="power_report.internal_total",unit="mW"} 0.0679
chip_impl_metric{name="simple_share",unit="%"} 27.0
chip_impl_info{name="yosys-top-cells-area",value="sky130_fd_sc_hd__ha_1, sky130_fd_sc_hd__inv_1, sky130_fd_sc_hd__a21oi_1"} 1
[power groups by stage]
| stage | logic [mW] | registers (mW) | clock network (mW) |
|---|---|---|---|
| global route | 0.143 | 0 | 0 |
| CTS | 0.130 | 0 | 0 |
| finish | 0.129 | 0 | 0 |
[worst paths after layout]
kind / startpoint / endpoint / slack (ns) / cells past startpoint
max: valor[5] / hex0[6] / 0.39 / 17
min: valor[0] / hex0[4] / 4.21 / 4
[per-stage QoR]
| stage | hold WS (ns) | setup slack (ns) | power, mW | std cells | utilization (%) |
|---|---|---|---|---|---|
| 6_report | 4.21 | 0.387 | 0.129 | 210 | 37.7 |
| 5_1_grt | 4.25 | 0.0430 | 0.143 | 210 | 37.7 |
| 4_1_cts | 4.23 | 0.342 | 0.130 | 210 | 37.6 |
| 3_5_place_dp | 4.21 | 0.355 | 0.129 | 210 | 37.6 |
| 3_3_place_gp | 4.20 | 0.470 | 0.129 | 210 | 37.6 |
| 2_1_floorplan | 3.19 | 1.54 | 0.0800 | 149 | - |
[metal layers]
layer	global-route usage, %	routed length, um	share of wire [%]
met5	0	0	0
met4	0	0	0
met3	1.14	83	3.2
met2	13.9	1220	48
met1	10.2	1260	49
[cell usage in the layout, fill, tap and decap left out, drive strengths merged, types with 2 or more instances in the layout]
cell / count
clkdlybuf4s50: 21
inv: 15
nor2: 14
o21ai: 14
ha: 11
a21oi: 10
nand2: 8
buf: 7
nand2b: 7
mux2i: 5
nor3: 5
nand3: 4
a31oi: 3
a2111oi: 3
nor2b: 3
o31ai: 3
a2111o: 2
maj3: 2
o211ai: 2
and3b: 2
o2bb2ai: 2
xnor2: 2
and2: 2
a211oi: 2
a221oi: 2
[cell type report]
type / count / area share (%)
Multi-Input combinational cell: 121 / 70.7
Inverter: 15 / 4.38
Tap cell: 46 / 4.47
Timing Repair Buffer: 28 / 20.4
[logic make-up (layout without fill, tap and decap cells)]
family | count (synthesis) | count (layout)
AOI/OAI and AO/OA | 50 | 50
and+or+nand+nor | 50 | 50
buffers and inverters | 28 | 43
adders and majority gates | 13 | 13
muxes | 5 | 5
xor gates and xnor gates | 3 | 3
[critical path: stages]
cell and delay (ns):
sky130_fd_sc_hd__clkdlybuf4s50_1 0.43, sky130_fd_sc_hd__nor2_1 0.20, sky130_fd_sc_hd__inv_1 0.09, sky130_fd_sc_hd__ha_1 0.35, sky130_fd_sc_hd__and2b_4 0.29, sky130_fd_sc_hd__a211oi_1 0.05, sky130_fd_sc_hd__a2111o_1 0.43, sky130_fd_sc_hd__a21oi_1 0.23
sky130_fd_sc_hd__and3b_1 0.32, sky130_fd_sc_hd__nand2b_2 0.29, sky130_fd_sc_hd__xor2_1 0.21, sky130_fd_sc_hd__ha_1 0.22, sky130_fd_sc_hd__inv_1 0.07, sky130_fd_sc_hd__a21oi_1 0.13, sky130_fd_sc_hd__o221ai_1 0.14, sky130_fd_sc_hd__a221oi_1 0.28
sky130_fd_sc_hd__clkdlybuf4s50_1 0.52
[cells in the mapped netlist, types with 2 or more instances]
cell                        count
sky130_fd_sc_hd__a2111o_1       2
sky130_fd_sc_hd__a2111oi_0      3
sky130_fd_sc_hd__a21oi_1       10
sky130_fd_sc_hd__a31oi_1        3
sky130_fd_sc_hd__and2_1         2
sky130_fd_sc_hd__and3b_1        2
sky130_fd_sc_hd__buf_2          6
sky130_fd_sc_hd__buf_6          3
sky130_fd_sc_hd__clkbuf_1       3
sky130_fd_sc_hd__ha_1          11
sky130_fd_sc_hd__inv_1         14
sky130_fd_sc_hd__maj3_1         2
sky130_fd_sc_hd__mux2i_1        5
sky130_fd_sc_hd__nand2_1        8
sky130_fd_sc_hd__nand2b_1       6
sky130_fd_sc_hd__nand3_1        3
sky130_fd_sc_hd__nor2_1        13
sky130_fd_sc_hd__nor2b_1        2
sky130_fd_sc_hd__nor3_1         5
sky130_fd_sc_hd__o211ai_1       2
sky130_fd_sc_hd__o21ai_0        9
sky130_fd_sc_hd__o21ai_1        4
sky130_fd_sc_hd__o2bb2ai_1      2
sky130_fd_sc_hd__o31ai_1        2
sky130_fd_sc_hd__xnor2_1        2
[timing repair]
item / CTS / global route
gates resized: 0 / 1
hold endpoints to repair: 0 / 0
setup endpoints to repair: 0 / 1
Power and IR drop assume default switching activity.
