File: flow/config.mk
export PLATFORM = sky130hd
export DESIGN_NAME = contador_rolhas
export DESIGN_NICKNAME = contador_rolhas
export VERILOG_FILES = /design/flow/design.v
export SDC_FILE = /design/flow/constraint.sdc
export NUM_CORES = 4
export LEC_CHECK = 1
export CORE_UTILIZATION = 40
File: flow/constraint.sdc
current_design contador_rolhas

set clk_period 4.9
set clk_io_pct 0.2

create_clock -name clk0 -period $clk_period [get_ports {clk}]

set non_clock_inputs [all_inputs -no_clocks]
set_input_delay [expr $clk_period * $clk_io_pct] -clock clk0 $non_clock_inputs
set_output_delay [expr $clk_period * $clk_io_pct] -clock clk0 [all_outputs]
File: flow/design.v
module contador_rolhas (
    input wire clk,                       
    input wire reset,                     
    input wire decrementar,               
    input wire sw_adicionar_manual,       
    output reg dispensador_ativo,         
    output reg alarme_rolha_vazia,        
    output reg [6:0] contador_valor       
);
    parameter MAX_ROLHAS = 7'd99;
    parameter LIMITE_REPOSICAO = 7'd5;    
    parameter QTD_REPOSICAO = 7'd15;      
    localparam IDLE = 2'd0;
    localparam DISPENSANDO = 2'd1;
    localparam AGUARDANDO = 2'd2;
	 reg estoque;
    reg [1:0] estado_dispensador;
    reg [25:0] timer_dispensador;         
    reg adicionar_rolhas_dispensador;     
    parameter TEMPO_DISPENSADOR = 26'd50000000;  
    reg decrementar_prev;
    reg sw_adicionar_prev;
    wire pulso_decrementar;
    wire pulso_adicionar;
    assign pulso_decrementar = decrementar && !decrementar_prev;
    assign pulso_adicionar = sw_adicionar_manual && !sw_adicionar_prev;
    always @(posedge clk or posedge reset) begin
        if (reset) begin
            decrementar_prev <= 1'b0;
            sw_adicionar_prev <= 1'b0;
        end else begin
            decrementar_prev <= decrementar;
            sw_adicionar_prev <= sw_adicionar_manual;
        end
    end
    always @(posedge clk or posedge reset) begin
        if (reset) begin
            contador_valor <= 7'd20;   
            alarme_rolha_vazia <= 1'b0;
            estado_dispensador <= IDLE;
            dispensador_ativo <= 1'b0;
            timer_dispensador <= 0;
            adicionar_rolhas_dispensador <= 1'b0;
				estoque <= 1'b1;
        end else begin
            case (estado_dispensador)
                IDLE: begin
                    dispensador_ativo <= 1'b0;
                    timer_dispensador <= 0;
                    adicionar_rolhas_dispensador <= 1'b0;
                    if (contador_valor == LIMITE_REPOSICAO && estoque) begin
                        estado_dispensador <= DISPENSANDO;
                        dispensador_ativo <= 1'b1;
                    end
                end
                DISPENSANDO: begin
                    dispensador_ativo <= 1'b1;
                    timer_dispensador <= timer_dispensador + 1;
                    adicionar_rolhas_dispensador <= 1'b0;
                    if (timer_dispensador >= TEMPO_DISPENSADOR && estoque) begin
                        adicionar_rolhas_dispensador <= 1'b1;   
                        estado_dispensador <= AGUARDANDO;
                        dispensador_ativo <= 1'b0;
                        timer_dispensador <= 0;
								estoque <= 1'b0;
                    end
                end
                AGUARDANDO: begin
                    dispensador_ativo <= 1'b0;
                    adicionar_rolhas_dispensador <= 1'b0;
                    if (contador_valor != LIMITE_REPOSICAO && 
                        contador_valor != (LIMITE_REPOSICAO + QTD_REPOSICAO)) begin
                        estado_dispensador <= IDLE;
                    end
                end
                default: begin
                    estado_dispensador <= IDLE;
                    dispensador_ativo <= 1'b0;
                    adicionar_rolhas_dispensador <= 1'b0;
						  estoque <= 1'b1;
                end
            endcase
            if (adicionar_rolhas_dispensador) begin
                if (contador_valor + QTD_REPOSICAO <= MAX_ROLHAS) begin
                    contador_valor <= contador_valor + QTD_REPOSICAO;
                end else begin
                    contador_valor <= MAX_ROLHAS;
                end
            end else if (pulso_adicionar && contador_valor < MAX_ROLHAS) begin
                contador_valor <= contador_valor + 1;
            end else if (pulso_decrementar && contador_valor > 0) begin
                contador_valor <= contador_valor - 1;
            end
            if (contador_valor == 0) begin
                alarme_rolha_vazia <= 1'b1;
            end else if (contador_valor == 1 && pulso_decrementar) begin
                alarme_rolha_vazia <= 1'b1;
            end else begin
                alarme_rolha_vazia <= 1'b0;
            end
        end
    end
endmodule
File: flow/run.sh
#!/bin/bash
# OpenROAD 26Q1-2900-gdf79404cd8, Yosys 0.63+post, stock flow scripts
make -C /OpenROAD-flow-scripts/flow DESIGN_CONFIG=/design/flow/config.mk WORK_HOME=/design/flow/orfs finish
==> CHANGELOG.md <==
### Physical design

- Status: completed
- Final hold violation count: 0
- Core area: 0.006314 mm²
- P per Cell Area: 354.0 mW/mm²
- Post-synth seq share: 0.4040
- Tool Warnings: 30
- Max layer used: met4
- Worst-Skew Late Latency: 300 ps
- Top-area cell share: 0.3638
- Largest net degree at the start of global routing: 43
- Area growth, synth to finish: 9.718%
- Final design area excluding fillers: 0.002868 mm²
- Min Hold Slack: 477.7 ps
- Antenna diodes: 0
- H-tree depth: 2
- Row count: 29
- First-pass GRT wire length: 9.984 mm
- EDFF count, synth: 0
- Worst-path fanout max: 9
- Clk_skew: 10.80 ps
- Maxcap violations: 0
- Vias: 2221
- Dpl ws: 1968 ps
- Min cycle time layout: 2660 ps
- Top cells by area: dfrtp_1 (36%), nand2_1 (5.6%), a31oi_1 (5.3%), dfstp_2 (4.0%), a21oi_1 (3.8%)
- Clock buffer depth: 2
- Dpl hpwl: 3.734 mm
- Mapped Cells: 298
- Hold buffer count at cts: 0
- Max Clk Rate: 376.0 MHz
- # resized after CTS: 0
- Worst EP arrival: 2900 ps
- Largest stage delay, worst path: 560 ps
- Commonest cells post-synth: nand2_1 (39), dfrtp_1 (38), nor2_1 (24)
- Post-CTS Setup Bufs: 0
- Most common cell in the synthesized netlist: nand2_1
- RSZ-0062 raised after global routing: no
- Fill cells: 619
- Clock sink count: 42
- Share of cells above drive strength 1: 0.08197
- Clock buffer count from CTS: 5
- Met1 WL: 3.084 mm
- Initial antenna violation count: 0
- Syn. warnings: 1
- Chip height: 82.84 µm
- Mapped Area: 0.002614 mm²
- Cell type with the largest total area: dfrtp_1
- Final ANT Viol Nets: 0
- DP Area: 0.002758 mm²
- Dominant flop cell: dfrtp_1
- GP Congestion: 0.8901
- Most flops, register: timer_dispensador
- Yosys chip area: 0.002614 mm²
- Final Core Density: 0.4542
- VDD IR max: 176.3 µV
- Final WS setup: 2240 ps
- Ports: 13
- First-pass DRT Iterations: 4
- Max-slew violation count: 0
- Final Non-Filler Cells: 382
- Synth unique cells: 60
- Die area: 0.006862 mm²
- IO buf count: 12
- Synthesized area per cell: 8.771 µm²
- Vias/cell: 5.814
- Startpoint Class: input pin
- Starting Density: 0.4140
- Wire length on met2: 2.406 mm
- Root Buffer: clkbuf_8
- Slew of the pin with the lowest slew margin: 745.7 ps
- DRC: 0
- WP data required: 5140 ps
- Routed wire length: 5.832 mm
- Placed Instances: 374
- Reg clk slew, reported paths: 90 ps
- Die Wd: 82.84 µm
- Power Total: 1.015 mW
- Routed length on met3: 283 µm
- 1st-iter DRT viols: 173
- CP Class: input pin to register
- Critical Path End Type: register
- Max reg flops: 26
- CTS tree: built
- Grt total ovfl: 0
- Asr flop ratio synth: 1.000
- Yosys Instances: 298
- Setup violations, final: 0
- Biggest regs: timer_dispensador: 26 flops, contador_valor: 7 flops, estado_dispensador: 3 flops
- Vias in the first global route: 2011
- Overall routing resource usage: 0.1792
- Setup Total Neg Slack: 0 ps
- Slowest CP cell: nor3b_2
- Lkg Pwr: 1.139 nW
- Slew HR: 0.5005
- Worst min path class: register to register
- #FFs+latches synth: 42
- Tcrit/Tclk final: 0.5428
- R2r setup slk: 2360 ps
- CP cell instances: clkdlybuf4s50_1 -> nor3b_1 -> a2bb2oi_1 -> nor3b_2 -> nor3_1 -> a21oi_1 -> o2bb2ai_1
- Average wire per standard cell: 15.27 µm
==> worst max-delay path: cells and delay by family <==
kind	cells	cell delay, ps
and+or+nand+nor	3	820
buffers and inverters	1	430
AOI/OAI and AO/OA	3	660
==> cells in the final DEF (no fill, tap or decap), types with 2 or more instances in the layout <==
cell type | netlist | final
a211oi_1 | 2 | 2
a21o_1 | 3 | 3
a21oi_1 | 20 | 20
a31oi_1 | 22 | 22
and2_1 | 4 | 4
and3_1 | 3 | 3
and4_1 | 4 | 4
clkbuf_8 | 0 | 5
clkdlybuf4s50_1 | 0 | 12
clkinv_1 | 1 | 2
dfrtp_1 | 38 | 38
dfstp_2 | 4 | 4
ha_1 | 6 | 6
inv_1 | 11 | 10
mux2i_1 | 3 | 3
nand2_1 | 39 | 39
nand2b_1 | 2 | 2
nand3_1 | 10 | 10
nand3b_1 | 3 | 3
nand4_1 | 7 | 7
nor2_1 | 24 | 24
nor3_1 | 9 | 9
nor3_2 | 3 | 3
nor3b_1 | 2 | 2
nor4_1 | 3 | 3
o21ai_0 | 9 | 9
o21ai_1 | 13 | 13
o31ai_1 | 4 | 4
or3_1 | 2 | 2
or4_1 | 2 | 2
xnor2_1 | 3 | 3
xor2_1 | 2 | 2
==> kinds of logic (layout without fill, tap and decap cells) <==
family,count (synthesis),count (layout),share of synthesized area
flip-flops,42,42,0.4040
buffers and inverters,26,33,0.04787
AND-OR/OR-AND,94,94,0.2518
XOR/XNOR,5,5,0.01676
adder cells (fa/ha/maj),6,6,0.02872
multiplexers,4,4,0.01580
AND/OR/NAND/NOR,121,121,0.2350
==> where the power goes <==
part           switching, mW  leakage, nW  internal, mW
combinational          0.128        0.529         0.136
clock                  0.130       0.0514         0.152
sequential            0.0863        0.558         0.382
==> path summary, 6_finish.rpt <==
| path | endpoint | startpoint | depth (start not counted) |
|---|---|---|---|
| setup / recovery | contador_valor[4] | sw_adicionar_manual | 7 |
| hold reg to reg | timer_dispensador[21] | timer_dispensador[21] | 1 |
| setup reg to reg | contador_valor[2] | contador_valor[0] | 8 |
| min in group asynchronous | contador_valor[3] | reset | 3 |
| hold / removal | timer_dispensador[21] | timer_dispensador[21] | 1 |
| max in group asynchronous | estoque | reset | 3 |
==> final cells by class <==
| cell class | count | area [µm²] | area share |
|---|---|---|---|
| timing repair buffer | 13 | 127.6 | 0.04450 |
| multi-input combinational | 230 | 1433 | 0.4996 |
| inverter | 12 | 45.04 | 0.01571 |
| sequential | 42 | 1056 | 0.3682 |
| clock buffer | 6 | 72.57 | 0.02531 |
| tap | 77 | 96.34 | 0.03360 |
| clock inverter | 2 | 37.54 | 0.01309 |
==> routing by layer <==
layer | track usage | vias up
met5 | 0 | -
met4 | 0.02351 | 0
met3 | 0.02422 | 7
met2 | 0.2504 | 46
met1 | 0.3123 | 1044
li1 | - | 1124
No activity file was given, so power comes from the tool's default toggle rates.
