[./run.sh]
#!/bin/bash
# OpenROAD 26Q1-2900-gdf79404cd8, Yosys 0.63+post, stock flow scripts
make -C /OpenROAD-flow-scripts/flow DESIGN_CONFIG=/design/flow/config.mk WORK_HOME=/design/flow/orfs finish
[./config.mk]
export PLATFORM = sky130hd
export DESIGN_NAME = fsm_main
export DESIGN_NICKNAME = fsm_main
export VERILOG_FILES = /design/flow/design.v
export SDC_FILE = /design/flow/constraint.sdc
export NUM_CORES = 4
export LEC_CHECK = 1
export CORE_UTILIZATION = 50
[./constraint.sdc]
current_design fsm_main

set clk_period 4.1
set clk_io_pct 0.2

create_clock -name clk0 -period $clk_period [get_ports {clk}]

set non_clock_inputs [all_inputs -no_clocks]
set_input_delay [expr $clk_period * $clk_io_pct] -clock clk0 $non_clock_inputs
set_output_delay [expr $clk_period * $clk_io_pct] -clock clk0 [all_outputs]
[./design.v]
module fsm_main (
    input wire clk,                       
    input wire reset,                     
    input wire cmd_iniciar,               
    input wire sensor_nivel,              
    input wire alarme_rolha,              
	 input wire aprovado,                 
    input wire reprovado,               
	 output wire esteira,						 
    output wire valvula_ativa,            
    output wire vedacao_ativa,            
    output wire decrementar_rolha,        
    output wire descarte_ativo,           
    output wire garrafa_aprovada,         
	 output wire posicao_cq
);
    localparam IDLE = 4'b0000 ;
	 localparam ESTEIRA = 4'b0001 ;
    localparam ENCHENDO = 4'b0010 ;
    localparam CONCLUIDO = 4'b0011 ;
	 localparam VEDANDO =  4'b0100 ;
	 localparam POSICAO_CQ = 4'b0101 ;
	 localparam DESCARTANDO = 4'b0110 ;
	 localparam APROVADO = 4'b0111 ;
	 reg [25:0] tempo_motor;
	 reg [25:0] tempo_ved;
	 reg [25:0] tempo_descarte;
	 reg [25:0] tempo_aprovado;
	 parameter UM_SEGUNDO = 26'd50000000;
	 reg motor;
    reg [3:0] estado_atual;
    always @(posedge clk or posedge reset) begin
        if (reset) begin
            estado_atual <= IDLE;
				tempo_motor <= 0;
				tempo_ved <= 0;
				motor <= 1'b0;
				tempo_descarte <= 0;
				tempo_aprovado <= 0;
        end else begin
            case (estado_atual)
                IDLE: begin
							tempo_motor <= 0;
							motor <= 1'b0;
                    if (cmd_iniciar) begin
                        estado_atual <= ESTEIRA;
                    end
                end
					 ESTEIRA: begin
							motor <= 1'b1;
							tempo_motor <= tempo_motor + 1;
							tempo_descarte <= 0;
							tempo_ved <= 0;
							tempo_aprovado <= 0;
							if (tempo_motor >= UM_SEGUNDO) begin
								motor <= 1'b0;
								tempo_motor <= 0;
								estado_atual <= ENCHENDO;
							end
                end
                ENCHENDO: begin
                    if (sensor_nivel && !alarme_rolha) begin
                        estado_atual <= VEDANDO;
                    end
						  else if (alarme_rolha) begin
								estado_atual <= IDLE;
							end
                end
					 VEDANDO: begin
						tempo_ved <= tempo_ved+1;
						if (tempo_ved >= UM_SEGUNDO) begin
							tempo_ved <= 0;
							estado_atual <= POSICAO_CQ;
						end
					 end
					 POSICAO_CQ: begin
                    if (reprovado && !aprovado) begin
                        estado_atual <= DESCARTANDO;
                    end
						  if (aprovado && !reprovado) begin
                        estado_atual <= APROVADO;
                    end
					 end
					 DESCARTANDO: begin
							tempo_descarte <= tempo_descarte+1;
							if (tempo_descarte >= UM_SEGUNDO) begin
								tempo_descarte <= 0;
								 estado_atual <= ESTEIRA;
							end
                end
                APROVADO: begin
                    tempo_aprovado <= tempo_aprovado+1;
                    if (tempo_aprovado >= UM_SEGUNDO) begin
								tempo_aprovado <= 0;
                        estado_atual <= ESTEIRA;
                    end
                end
                default: begin
                    estado_atual <= IDLE;
                end
            endcase
        end
    end
    wire state_bit0, state_bit1, state_bit2, state_bit3;
    buf (state_bit0, estado_atual[0]);
    buf (state_bit1, estado_atual[1]);
	 buf (state_bit2, estado_atual[2]);
	 buf (state_bit3, estado_atual[3]);
    wire not_state_bit0, not_state_bit1, not_state_bit2, not_state_bit3;
    not (not_state_bit0, state_bit0);
    not (not_state_bit1, state_bit1);
	 not (not_state_bit2, state_bit2);
	 not (not_state_bit3, state_bit3);
	 buf (esteira, motor);
    and (valvula_ativa, not_state_bit3, not_state_bit2, state_bit1, not_state_bit0);
	 wire estado_ved;
	 and (estado_ved, not_state_bit3, state_bit2, not_state_bit1, not_state_bit0);
	 buf (vedacao_ativa , estado_ved);
	 buf (decrementar_rolha, estado_ved);
	 and (posicao_cq, not_state_bit3, state_bit2, not_state_bit1, state_bit0);
	 and (descarte_ativo, not_state_bit3, state_bit2, state_bit1, not_state_bit0);
	 and (garrafa_aprovada, not_state_bit3, state_bit2, state_bit1, state_bit0);
endmodule
==> results.toml <==
# physical design summary
[sta]
setup_slack_ns = 1.09
slew_violations = 0
max-slew-margin-rel_pct = 45.8
worstMarginPinSlew_ns = 0.811
hold-worst-slack_ns = 0.489
timing.setup.tns_ns = 0
finalWorstPathRequiredPeriod_ns = 3.01
unrepaired_setup_endpoints_after_global_routing = "false"
skew_ns = 0.00570
final_min_period_over_clock_period_pct = 73.5
clock.fmax_ghz = 0.332
total_of_endpoints_with_negative_setup_slack_in_the_final_report = 0
hold_violations = 0

[status]
result_of_the_run = "complete, no violations"

[cts]
cts.reportedPaths.clkPinSlew_ns = 0.07
cts-root-to-sink-buffers = 2
clock_buffer_count_from_cts = 9
clock.latency.late_pin_ns = 0.35
cts_tree = "built"
cts_hold_repair.buffers = 0
numClockSinks = 108
cts.repair.resized = 0
setup_fix_bufs_post_cts = 0
h-tree-depth = 3
clock_tree.root_cell = "sky130_fd_sc_hd__clkbuf_16"

[final_layout]
area.growth.synth_to_final_pct = 8.60
layout_cells_sized_above_1_pct = 5.05
logic_cell_area_mm2 = 0.00317
seq_area_mm2 = 0.00270
n_fill_cell = 1041
most_frequent_logic_cell_in_the_layout = "sky130_fd_sc_hd__dfrtp_1"
mostFrequentLayoutCells = "sky130_fd_sc_hd__dfrtp_1, sky130_fd_sc_hd__nand2_1, sky130_fd_sc_hd__o21ai_0, sky130_fd_sc_hd__nor2_1, sky130_fd_sc_hd__nand3_1"
final-instance-count-excl-fill = 860

[flow_run]
tool_warnings = 33
maxCapViolations = 0

[floorplanning]
design.die.area_mm2 = 0.0127
core_area_mm2 = 0.0120
design.portCount = 14
floorplan.rows = 40
floorplan.core_util_pct = 51.2
floorplan.die.width_um = 113
die-height_um = 113

[power_and_ir_drop]
worst_ir_drop_vdd_uv = 325
post-layout-total-power_w = 0.00297
clock_power_share_pct = 30.2
p_seq_share_pct = 40.0
switching_portion_of_total_power_pct = 34.7
net-switching-power_w = 0.00103
powerDensity_mw_per_mm2 = 447
power_report.internal_total_w = 0.00194
total_leakage_power_nw = 2.75
pwr-share-comb_pct = 29.9

[synth]
ff_type = "sky130_fd_sc_hd__dfrtp_1"
seq_area_frac_synth_pct = 44.1
post_synth.cell_area_avg_um2 = 8.64
synth_stat.cells = 709
post_synth_num_cell_types = 58
synth-area-yosys_mm2 = 0.00612
postSynth.asyncResetShare_pct = 100
synthesis.yosys.warnings = 1
ys_seq_elements = 108
syn_area_mm2 = 0.00612
post_synth_tally_of_flip_flops_with_integrated_enable = 0
netlist_instances = 709

[global_routing]
maximum_number_of_pins_on_one_net_before_global_route_repair = 65
grt_pass1_vias = 4735
gr-total-overflow = 0
global_route.usage.total_pct = 22.6
antenna_found_initial = 0
grt_pass1_wl_mm = 22.7

[worst_hold_path]
worst_hold_path.endpoint = "motor"
worstHoldPathType = "register to register"
whs_path_depth = 2
hold_path_startpoint = "motor"

[drt]
vias_per_cell = 5.89
first_iter_violations = 320
detail-route-antenna-nets = 0
wl_mm = 12.8
number_of_inserted_diodes = 0
detail_route.drc_violations = 0
detail_route.first_pass.iterations = 4
num_vias = 5063
avgRoutedWirePerCell_um = 14.9

[setup_path]
setup.worst_path.end_class = "output port"
crit-reg2reg-capture = "estado_atual[0]"
required_ns = 3.28
worst-setup-path-type = "register to output port"
ff2ff_path_depth = 6
worstPathMaxFanout = 12
critPathLaunchType = "register"
rrSetupSlack_ns = 1.40
r2r_start = "estado_atual[2]"
critPathArrivalTime_ns = 2.19
crit_start = "estado_atual[2]"

[placed_design]
numPortBuffers = 13
total_instance_count_after_detailed_placement = 845
place_congestion = 0.819
place.detailed.hpwl_mm = 8.30
post-place-ws_ns = 1.42
cell families after synthesis:
family          count (synthesis)  share of synthesized area [%]
xor+xnor                       26                           3.72
flops                         108                           44.1
simple gates                  320                           26.2
mux                             9                           1.51
compound gates                180                           18.3
buf+inv                        57                           4.25
fa+ha+maj                       9                           1.84
cell usage after synthesis, drive strengths merged (4+ instances only):
cell type | n | area, µm²
o31ai | 18 | 135
a21o | 17 | 128
or3 | 9 | 56.3
clkbuf | 15 | 56.3
and3 | 18 | 113
nand4 | 18 | 113
nor2b | 5 | 31.3
nor3 | 32 | 170
o21ai | 82 | 410
nand2 | 85 | 319
o41ai | 5 | 43.8
buf | 15 | 103
nand2b | 7 | 43.8
nor2 | 63 | 239
a31oi | 15 | 93.8
inv | 27 | 101
nand3 | 42 | 210
and4 | 4 | 35.0
mux2i | 7 | 70.1
o21a | 6 | 45.0
xor2 | 14 | 123
a22o | 4 | 35.0
xnor2 | 12 | 105
a21oi | 18 | 90.1
dfrtp | 108 | 2700
or2 | 6 | 37.5
ha | 9 | 113
nor4 | 12 | 93.8
and2 | 8 | 50.1
nor3b | 4 | 30.0
final cells by class:
type                       count  area share (%)
inverter                      27            1.56
timing repair buffer          19            2.82
tap                          147            2.77
sequential                   108            40.6
multi-input combinational    544            47.6
clock buffer                  14            4.12
clock inverter                 1           0.451
how the worst max path moves through the flow:
stage                to  cells past startpoint
4_1_cts   vedacao_ativa                      2
5_1_grt   vedacao_ativa                      2
6_report  vedacao_ativa                      2
critical path, cell delays in order, from the launching register on:
cell and delay (ns):
sky130_fd_sc_hd__dfrtp_1 0.53, sky130_fd_sc_hd__nor3b_1 0.72, sky130_fd_sc_hd__clkdlybuf4s50_1 0.60
stage by stage:
step                      utilization [%]  cell area, µm²
after global placement               53.1            6350
after CTS                            55.6            6650
after floorplan                         -            6120
final                                55.6            6650
after global routing                 55.6            6650
after detailed placement             53.1            6350
sequential cells by signal, summed over array words and instances, names as in the netlist:
register and count:
tempo_aprovado 26, tempo_motor 26, estado_atual 3, tempo_ved 26, motor 1, tempo_descarte 26
per-layer routing:
metal  share of wire, %  vias up  routed length [µm]  global-route usage [%]
li1                   -     2549                   -                       -
met1                 50     2435                6450                    36.9
met2                 45       72                5730                    34.4
met3                4.1        7                 531                    4.07
met4               0.83        0                 106                    1.69
met5                  0        -                   0                       0
power by group through the flow:
stage	clock, W	combinational [W]	sequential, W
6_report	0.000896	0.000887	0.00119
5_1_grt	0.000969	0.000997	0.00120
4_1_cts	0.000931	0.000887	0.00119
No activity file was given, so power comes from the tool's default toggle rates.
